==> /design/flow/design.v <==
`timescale 1ns / 1ps
module freq_div(
   clk_out,  
	clk_ctl,  
	clk,  
	rst_n  
    );
	output reg clk_out;  
	output reg [1:0] clk_ctl;  
	input clk;  
	input rst_n;  
	reg [14:0] cnt_l;  
	reg [6:0] cnt_h;  
	reg [25-1:0] cnt_tmp;  
	always @(clk_out or cnt_h or clk_ctl or cnt_l)
		cnt_tmp = {clk_out,cnt_h,clk_ctl,cnt_l} + 1'b1;
	always @(posedge clk or negedge rst_n)
		if (~rst_n) {clk_out, cnt_h, clk_ctl, cnt_l}<=25'd0;
		else {clk_out,cnt_h, clk_ctl, cnt_l}<=cnt_tmp;
endmodule
`timescale 1ns / 1ps
module scan(
   ftsd_ctl,  
	ftsd_in,  
	in0,  
	in1,  
	in2,  
	in3,  
	ftsd_ctl_en  
	);
	output reg [2:0] ftsd_in;  
	output reg [3:0] ftsd_ctl;  
	input [2:0] in0,in1,in2,in3;  
	input [1:0] ftsd_ctl_en;  
	always @(ftsd_ctl_en)
		case (ftsd_ctl_en)
			2'b00:
				begin
				ftsd_ctl=4'b1110;
				ftsd_in=in0;
				end
			2'b01:
				begin
				ftsd_ctl=4'b1101;
				ftsd_in=in1;
				end	
			2'b10:
				begin
				ftsd_ctl=4'b1011;
				ftsd_in=in2;
				end
			2'b11:
				begin
				ftsd_ctl=4'b0111;
				ftsd_in=in3;
				end
			default:
				begin
				ftsd_ctl=4'b0000;
				ftsd_in=in0;
				end
		endcase
endmodule
`timescale 1ns / 1ps
module Lab4_3(clk,rst_n,display_ctl,display,switch
    );
input clk;
input rst_n;
input [3:0]switch; 
output [3:0]display_ctl;
output [14:0]display;
wire [3:0]bcd;
wire clk_out;
wire [1:0]clk_ctl;
reg [3:0]a;
reg [3:0]b;
reg [3:0]c;
reg [3:0]d;
reg [3:0]a_tmp;
reg [3:0]b_tmp;
reg [3:0]c_tmp;
reg [3:0]d_tmp;
always@(*)
begin
	a_tmp<=a;
	b_tmp<=b;
	c_tmp<=c;
	d_tmp<=d;
end
always@(posedge clk_out or negedge rst_n)
begin
	if(~rst_n)
	begin
	a<=4'd1;
	b<=4'd0;
	c<=4'd1;
	d<=4'd0;
	end
	else
	begin
		if(switch[0]==1&&switch[1]==0&&switch[2]==0)
			begin
				if(switch[3]==1)
					begin
					a<=4'd0;
					b<=a_tmp;
					c<=b_tmp;
					d<=c_tmp;
					end
				else
					begin
					a<=b_tmp;
					b<=c_tmp;
					c<=d_tmp;
					d<=4'd0;
					end
			end
		else if(switch[1]==1&&switch[0]==0&&switch[2]==0)
			begin
				if(switch[3]==1)
					begin
						if(a==1)
						begin
						a<=4'd1;
						b<=a_tmp;
						c<=b_tmp;
						d<=c_tmp;
						end
						else
						begin
						a<=4'd0;
						b<=a_tmp;
						c<=b_tmp;
						d<=c_tmp;
						end
					end
				else
					begin
					a<=b_tmp;
					b<=c_tmp;
					c<=d_tmp;
					d<=4'd0;
					end
			end
		else if(switch[2]==1&&switch[0]==0&&switch[1]==0)
			begin
					if(switch[3]==1)
					begin
					a<=d_tmp;
					b<=a_tmp;
					c<=b_tmp;
					d<=c_tmp;
					end
				else
					begin
					a<=b_tmp;
					b<=c_tmp;
					c<=d_tmp;
					d<=a_tmp;
					end
			end
		else
			begin
				a<=a_tmp;
				b<=b_tmp;
				c<=c_tmp;
				d<=d_tmp;
			end
	end
end
freq_div dl(
   .clk_out(clk_out),  
	.clk_ctl(clk_ctl),  
	.clk(clk),  
	.rst_n(rst_n)  
	); 
scan sl(
   .ftsd_ctl(display_ctl),  
	.ftsd_in(bcd),  
	.in0(a),  
	.in1(b),  
	.in2(c),  
	.in3(d),  
	.ftsd_ctl_en(clk_ctl)  
	);
bcd_dis bl(
   .display(display),  
	.bcd(bcd)  
	);
endmodule
`timescale 1ns / 1ps
module bcd_dis(
    display,  
	bcd  
	);
	output [14:0] display;  
	input [3:0] bcd;  
	reg [14:0] display;  
	always @(bcd)
		case (bcd)
			4'd0: display = 15'b0000_0011_1111_111;  
			4'd1: display = 15'b1111_1111_1011_011;  
			4'd2: display = 15'b0010_0100_1111_111;  
			4'd3: display = 15'b0000_1100_1111_111;  
			4'd4: display = 15'b1001_1000_1111_111;  
			4'd5: display = 15'b0100_1000_1111_111;  
			4'd6: display = 15'b0100_0000_1111_111;  
			4'd7: display = 15'b0001_1111_1111_111;  
			4'd8: display = 15'b0000_0000_1111_111;  
			4'd9: display = 15'b0000_1000_1111_111;  
			default: display = 15'b1111_1111_1111_111;  
		endcase
endmodule
==> /design/flow/run.sh <==
#!/bin/bash
# OpenROAD 26Q1-2900-gdf79404cd8, Yosys 0.63+post, stock flow scripts
make -C /OpenROAD-flow-scripts/flow DESIGN_CONFIG=/design/flow/config.mk WORK_HOME=/design/flow/orfs finish
==> /design/flow/config.mk <==
export PLATFORM = sky130hd
export DESIGN_NAME = Lab4_3
export DESIGN_NICKNAME = Lab4_3
export VERILOG_FILES = /design/flow/design.v
export SDC_FILE = /design/flow/constraint.sdc
export NUM_CORES = 4
export LEC_CHECK = 1
export CORE_UTILIZATION = 30
==> /design/flow/constraint.sdc <==
current_design Lab4_3

set clk_period 5.9
set clk_io_pct 0.2

create_clock -name clk0 -period $clk_period [get_ports {clk}]

set non_clock_inputs [all_inputs -no_clocks]
set_input_delay [expr $clk_period * $clk_io_pct] -clock clk0 $non_clock_inputs
set_output_delay [expr $clk_period * $clk_io_pct] -clock clk0 [all_outputs]
==> GITHUB_STEP_SUMMARY <==
### Yosys + OpenROAD results

| Metric | Value |
|---|---|
| Status | finished clean |
| Root Buffer Master | clkbuf_8 |
| Initial antenna violation count | 0 |
| Adder Share, Synth | 3.844% |
| HPWL after DPL | 2.630 mm |
| Placer congestion estimate | 0.7844 |
| CP cell instances | mux4_2 > inv_1 > ha_1 > mux2_2 > clkdlybuf4s50_1 |
| Netlist cell types | 42 |
| Clock tree buffer depth | 2 |
| Largest net degree at the start of global routing | 42 |
| Endpoints left unconstrained | 16 |
| Synth-to-Final Area Change | 12.36% |
| Core outline area | 7292 um^2 |
| Yosys stat cell total | 220 |
| Post-synthesis compound-gate area fraction | 7.249% |
| Post-CTS Setup Inserts | 0 |
| Hold_ws | 0.4756 ns |
| Resized Gates After CTS | 0 |
| Synthesized area | 2278 um^2 |
| CTS buffer count | 3 |
| Hold crit path type | reg -> reg |
| XORs/XNORs by Area | 9.610% |
| Syn avg cell area | 10.36 um^2 |
| Final critical-path share of the clock period | 62.75% |
| ANT nets after route | 0 |
| Number of global-route vias before repair | 1472 |
| Cells after synthesis | 220 |
| Clock latency on the worst-skew pair | 0.27 ns |
| Largest logic family | simple AND/OR/NAND/NOR gates |
| Max cap viols | 0 |
| Main flop type | dfrtp_1 |
| Routed wire length | 3.736 mm |
| Sequential cell area | 1028 um^2 |
| Flop and latch count out of synthesis | 41 |
| Tot GR Track Use | 10.89% |
| Worst Max-Slew Pin Slew | 0.8447 ns |
| Total of warnings raised by yosys | 9 |
| Max_slew headroom | 43.51% |
| Top cells, area | dfrtp_1, xor2_1, mux2i_1 |
| RSZ-0062 raised after global routing | false |
| Synth top area share | 42.83% |
| Ys async rst share | 100.0% |
| Setup crit end kind | output port |
| # H-tree levels | 1 |
| Via count | 1518 |
| I/O pins | 25 |
| Clock Skew | 0.01150 ns |
| Congestion Overflow GR | 0 |
| Sum Neg Setup Slack | 0 ns |
| Max Fclk | 270.1 MHz |
| Fillers | 734 |
| Final setup viols | 0 |
| CP Launch Type | register |
| Clk slew on worst S/H paths | 0.09 ns |
| Number of synthesized flops with an enable pin | 0 |
| Min cycle time layout | 3.702 ns |
| Post-DR wirelength/cell | 11.29 um |
| Die Y | 89.15 um |
| Area leader, netlist | dfrtp_1 |
| YS chip area | 2278 um^2 |
| Synth Seq Share | 45.14% |
| Via/cell ratio | 4.586 |
| Initial Util | 31.25% |
| First DRT Iteration DRCs | 49 |
| Power Density | 117.9 nW/um^2 |
| Final Hold Violating Endpoints | 0 |
| CTS tree | built |
| Die x size | 89.15 um |
| CP max-delay cell | mux4_2 |
| Setup CP Type | reg -> out |
| First-pass GRT wire length | 6.782 mm |
| Crit path largest cell delay | 0.60 ns |
| Peak VDD IR | 0.0001203 V |
| Tool warning count | 30 |
| Share of layout cells above drive strength 1 | 10.78% |
| Simple-Gate Fraction of Synth Area | 18.51% |
| CP Max Fanout | 9 |
| Logic area | 1117 um^2 |
| Antenna cells | 0 |
| IO Port Bufs | 19 |
| Chip area | 7948 um^2 |
| FP Rows | 31 |
| # DRC | 0 |
| Mux share | 8.841% |
| Synth top cells by count | dfrtp_1, nand2_1, xor2_1, o21ai_0, inv_1 |
| Critical Path RT | 4.72 ns |
| Pleak | 0.001151 uW |
| Register pins left without a clock | 16 |
| Pre-Repair DR Iteration Count | 4 |
| Pins Over Slew Limit | 0 |
| WP data arrival | 2.52 ns |
| CTS Hold Buffers Added | 0 |
| Cell with the most instances after synthesis | dfrtp_1 |
## cells in the final DEF, fill, tap and decap left out, types with 2 or more instances in the layout
| cell | count |
|---|---|
| a21oi_1 | 2 |
| a221oi_1 | 2 |
| a31oi_1 | 6 |
| and2_1 | 3 |
| and4_1 | 2 |
| buf_4 | 2 |
| clkbuf_8 | 3 |
| clkdlybuf4s50_1 | 18 |
| conb_1 | 5 |
| dfrtp_1 | 39 |
| dfstp_2 | 2 |
| ha_1 | 7 |
| inv_1 | 11 |
| mux2_2 | 3 |
| mux2i_1 | 9 |
| mux4_2 | 3 |
| nand2_1 | 25 |
| nand2b_1 | 4 |
| nand3_1 | 6 |
| nor2_1 | 9 |
| nor2b_1 | 3 |
| nor3_1 | 8 |
| nor4_2 | 3 |
| o21ai_0 | 15 |
| xnor2_1 | 8 |
| xor2_1 | 17 |
## flip-flops by register name, indices dropped and copies added (netlist names)
name	cells
b	4
dl.cnt_l	15
d	4
a	4
dl.clk_out	1
dl.cnt_h	7
dl.clk_ctl	2
c	4
## layout make-up
cell class	instances	share of cell area (%)
timing repair buffer	21	7.820
clock inverter	1	0.2933
multi-input combinational	155	43.65
clock buffer	3	1.613
tap	99	4.839
sequential	41	40.18
inverter	11	1.613
## through the flow
step | std cells | instance area (um^2) | worst slack [ns] | utilization (%) | total power [uW]
5_1_grt | 331 | 2560 | 2.051 | 35.11 | 316.1
3_5_place_dp | 327 | 2511 | 2.505 | 34.44 | 203.1
4_1_cts | 331 | 2560 | 2.189 | 35.11 | 306.3
6_report | 331 | 2560 | 2.198 | 35.11 | 301.8
2_1_floorplan | 224 | 2293 | 3.096 | - | 191.6
3_3_place_gp | 327 | 2511 | 2.553 | 34.44 | 203.0
## cell families (layout without fill, tap and decap cells)
family                   count (synthesis)  in the layout
XOR/XNOR                                25             25
other                                    1              5
flip-flops                              41             41
AND/OR/NAND/NOR                         74             74
buffers and inverters                   28             36
adder cells (fa/ha/maj)                  7              7
multiplexers                            16             16
AND-OR/OR-AND                           28             28
## per-layer routing
metal / share of wire (%) / global-route usage [%]
met2: 43 / 17.21
met5: 0 / 0
met4: 0.27 / 0.2886
met3: 3.6 / 1.779
met1: 53 / 17.36
## critical path, delay by kind of cell, from the launching register on
family	cells	cell delay, ns
buffers and inverters	2	0.54
multiplexers	2	0.87
adder cells (fa/ha/maj)	1	0.27
flip-flops	1	0.56
## worst paths after layout
kind / to / depth (start not counted) / start / slack (ns)
min reg2reg: dl.cnt_l[10] / 1 / dl.cnt_l[10] / 0.48
max: display[11] / 5 / dl.clk_ctl[1] / 2.20
min: dl.cnt_l[10] / 1 / dl.cnt_l[10] / 0.48
min in group asynchronous: dl.cnt_h[2] / 2 / rst_n / 0.96
max reg2reg: dl.clk_out / 5 / dl.cnt_l[0] / 4.02
max in group asynchronous: dl.cnt_l[2] / 2 / rst_n / 4.57
## power by group
group | switching (uW) | internal, uW | total (uW)
clock network | 54.9 | 47.8 | 103
logic | 18.6 | 8.98 | 27.6
registers | 0 | 172 | 172
total | 73.5 | 228 | 302
Power and IR drop assume default switching activity.
