### design/flow/design.v
`timescale 1ns / 1ps
module Lab4_2( clk,rst_n,display_ctl,display
    );
wire clk_out;
wire [1:0]clk_ctl;
wire [2:0]bcd;
input clk;
input rst_n;
reg [2:0]a;
reg [2:0]b;
reg [2:0]c;
reg [2:0]d;
reg [2:0]e;
reg [2:0]f;
reg [2:0]a_tmp;
reg [2:0]b_tmp;
reg [2:0]c_tmp;
reg [2:0]d_tmp;
reg [2:0]e_tmp;
reg [2:0]f_tmp;
output [3:0]display_ctl;
output [14:0]display;
always@(*)
begin
a_tmp<=a;
b_tmp<=b;
c_tmp<=c;
d_tmp<=d;
e_tmp<=e;
f_tmp<=f;
end 
always@(posedge clk_out or negedge rst_n)
begin
if(~rst_n)
	begin
	a<=3'd4;
	b<=3'd4;
	c<=3'd3;
	d<=3'd2;
	e<=3'd1;
	f<=3'd0;
	end
else 
	begin
	a<=f_tmp;
	b<=a_tmp;
	c<=b_tmp;
	d<=c_tmp;
	e<=d_tmp;
	f<=e_tmp;
	end
end 
freq_div d1(
	.clk_out(clk_out), 
	.clk_ctl(clk_ctl), 
	.clk(clk), 
	.rst_n(rst_n) 
    );
scan sl(
	.ftsd_ctl(display_ctl), 
	.ftsd_in(bcd),  
	.in0(c),  
	.in1(d),  
	.in2(e),  
	.in3(f),  
	.ftsd_ctl_en(clk_ctl)  
	);
bcd_nthuee el(
		 .bcd(bcd),
		 .display(display)
    );
endmodule
`timescale 1ns / 1ps
module bcd_nthuee(
	 bcd,display,
    );
input [2:0]bcd;
output [14:0]display;
reg [14:0] display;  
	always @(bcd)
		case (bcd)
			3'd0: display = 15'b1101_0100_1111_111;  
			3'd1: display = 15'b1110_0000_1111_111;  
			3'd2: display = 15'b1001_0000_1111_111;  
			3'd3: display = 15'b1000_0011_1111_111;  
			3'd4: display = 15'b0110_0000_1111_111;  
			default: display = 15'b1111_1111_1111_111;  
		endcase
endmodule
`timescale 1ns / 1ps
module freq_div(
   clk_out,  
	clk_ctl,  
	clk,  
	rst_n  
    );
	output reg clk_out;  
	output reg [1:0] clk_ctl;  
	input clk;  
	input rst_n;  
	reg [14:0] cnt_l;  
	reg [6:0] cnt_h;  
	reg [25-1:0] cnt_tmp;  
	always @(clk_out or cnt_h or clk_ctl or cnt_l)
		cnt_tmp = {clk_out,cnt_h,clk_ctl,cnt_l} + 1'b1;
	always @(posedge clk or negedge rst_n)
		if (~rst_n) {clk_out, cnt_h, clk_ctl, cnt_l}<=25'd0;
		else {clk_out,cnt_h, clk_ctl, cnt_l}<=cnt_tmp;
endmodule
`timescale 1ns / 1ps
module scan(
   ftsd_ctl,  
	ftsd_in,  
	in0,  
	in1,  
	in2,  
	in3,  
	ftsd_ctl_en  
	);
	output reg [2:0] ftsd_in;  
	output reg [3:0] ftsd_ctl;  
	input [2:0] in0,in1,in2,in3;  
	input [1:0] ftsd_ctl_en;  
	always @(ftsd_ctl_en)
		case (ftsd_ctl_en)
			2'b00:
				begin
				ftsd_ctl=4'b1110;
				ftsd_in=in0;
				end
			2'b01:
				begin
				ftsd_ctl=4'b1101;
				ftsd_in=in1;
				end	
			2'b10:
				begin
				ftsd_ctl=4'b1011;
				ftsd_in=in2;
				end
			2'b11:
				begin
				ftsd_ctl=4'b0111;
				ftsd_in=in3;
				end
			default:
				begin
				ftsd_ctl=4'b0000;
				ftsd_in=in0;
				end
		endcase
endmodule
### design/flow/config.mk
export PLATFORM = sky130hd
export DESIGN_NAME = Lab4_2
export DESIGN_NICKNAME = Lab4_2
export VERILOG_FILES = /design/flow/design.v
export SDC_FILE = /design/flow/constraint.sdc
export NUM_CORES = 4
export LEC_CHECK = 1
export CORE_UTILIZATION = 30
### design/flow/constraint.sdc
current_design Lab4_2

set clk_period 4.5
set clk_io_pct 0.2

create_clock -name clk0 -period $clk_period [get_ports {clk}]

set non_clock_inputs [all_inputs -no_clocks]
set_input_delay [expr $clk_period * $clk_io_pct] -clock clk0 $non_clock_inputs
set_output_delay [expr $clk_period * $clk_io_pct] -clock clk0 [all_outputs]
### design/flow/run.sh
#!/bin/bash
# OpenROAD 26Q1-2900-gdf79404cd8, Yosys 0.63+post, stock flow scripts
make -C /OpenROAD-flow-scripts/flow DESIGN_CONFIG=/design/flow/config.mk WORK_HOME=/design/flow/orfs finish
==> reports/results.ini <==
[worst_setup_path]
arrival_ns = 2.25
worst-setup-path-type = reg -> out
crit_path_max_fanout = 10
cp-start-kind = flop
endpoint_kind = output pin
worstPathRequired_ns = 3.60

[sta]
setup-violations-final = 0
final.setup_skew_ns = 0.00207
fmax_ghz = 0.318
unconstrained_endpoints = 18
rsz0062_at_grt = false
final_min_period_over_clock_period_pct = 69.9
worstMarginPinSlew_ns = 0.501
layout_min_cycle_time_ns = 3.15
hold_viol_final = 0
fin_setup_tns_ns = 0
unclocked_pins = 18
final.hold.worst_slack_ns = 0.467
final-max-slew-violation-count = 0
max_slew_margin_pct = 66.6

[logic_synthesis]
syn_inst = 136
synth-area-yosys_um2 = 1770
netlist_logic_family_top = simple AND/OR/NAND/NOR gates
yosys-mux-area-fraction_pct = 4.37
ff_type = sky130_fd_sc_hd__dfrtp_1
enable_flop_cells = 0
synth.yosys.warnings = 4
synth-xor-area-share_pct = 11.8
ys_top_cells_by_area = sky130_fd_sc_hd__dfrtp_1 (52%), sky130_fd_sc_hd__dfstp_2 (8.9%), sky130_fd_sc_hd__xnor2_1 (7.9%), sky130_fd_sc_hd__xor2_1 (3.9%), sky130_fd_sc_hd__mux4_2 (3.8%)
synth.avg_cell_area_um2 = 13.0
yosys.area.top_type_share_pct = 52.2
post_synth_and_or_nand_nor_area_fraction_pct = 15.8
post_synth_cell_types = 29
synth-cells-yosys = 136
synth-async-reset-ratio_pct = 100
post_synth_instance_area_um2 = 1770
post_synth_fa_ha_maj_area_fraction_pct = 0.705
aoi_share_pct = 0.846
synth.largest_area_cell = sky130_fd_sc_hd__dfrtp_1
yosysSeqAreaShare_pct = 61.1
ys_seq_elements = 43

[placement]
placedCellCount = 218
gp_routability_congestion = 0.834
placement.io_buffers = 13
detailedPlacementHpwl_um = 1830

[global_route]
track_usage_pct = 9.07
grt_first_pass_wirelength_um = 4410
grt_most_used_layer = met1
gr-usage-met3_pct = 2.45
grt_pass1_vias = 964
grt_use_met2_pct = 13.6
antenna_found_initial = 0
grt_overflow_total = 0
largest_net_degree_at_the_start_of_global_routing = 44
global_route.usage.met1_pct = 14.2

[layout]
layout.cells.most_common_list = sky130_fd_sc_hd__dfrtp_1 (37), sky130_fd_sc_hd__xnor2_1 (16), sky130_fd_sc_hd__clkdlybuf4s50_1 (12)
area.growth.synth_to_final_pct = 12.1
final_layout_top_logic_cell = sky130_fd_sc_hd__dfrtp_1
finish.cell_count_without_fillers = 222
drive_above_1_share_pct = 12.7

[drt]
detail_route.first_pass.iterations = 4
vias_per_cell = 4.32
route.final.wire_length_um = 2440
vias_after_detailed_routing = 960
drcViolationCount = 0
drt-wirelength-per-cell_um = 11.0
antenna_left = 0
num_antenna_cells = 0
first_iter_violations = 31

[job]
openroad.warnings = 25
max_cap_viol_count = 0

[clocking]
clock_latency_ns = 0.26
cts-buffers-inserted = 3
clk_transition_reported_paths_ns = 0.08
tritoncts = done
ctsHoldBuffers = 0
cts_post_setup_buffers_inserted = 0
cts.root.buffer_cell = sky130_fd_sc_hd__clkbuf_8
h-tree-depth = 1
post_cts_resize_count = 0
ctsLongestPathBuffers = 2

[power]
max-vdd-ir-drop_mv = 0.247
pwr_density_cell_nw_per_um2 = 179
leakage_power_uw = 0.000877

[die]
placement_rows = 27
floorplan.core_area_um2 = 5610
die-area_um2 = 6230
fp_util_pct = 31.6
io_pins = 21
die_height_um = 78.9
die-width_um = 78.9

[worst_hold_path]
worst_hold_path_class = reg -> reg

[status]
result_of_the_run = finished, final reports clean

-- report_power, final --
group | switching, µW | internal, µW | total [µW]
Clock | 60.6 | 63.0 | 124
Sequential | 0 | 225 | 225
Combinational | 6.91 | 0.878 | 7.79
-- final timing paths --
check,startpoint,endpoint,slack (ns),depth (start not counted)
max,d1.clk_ctl[0]$_DFF_PN0_,display[9],1.35,4
min,d1.cnt_l[0]$_DFF_PN0_,d1.cnt_l[0]$_DFF_PN0_,0.47,1
max reg2reg,d1.cnt_l[0]$_DFF_PN0_,d1.clk_ctl[1]$_DFF_PN0_,3.00,5
min reg2reg,d1.cnt_l[0]$_DFF_PN0_,d1.cnt_l[0]$_DFF_PN0_,0.47,1
max in group asynchronous,rst_n,d1.cnt_l[2]$_DFF_PN0_,3.46,2
min in group asynchronous,rst_n,d1.clk_ctl[0]$_DFF_PN0_,0.69,2
-- stage by stage --
| stage | cell area [µm²] | worst slack (ns) | total power, µW | util (%) |
|---|---|---|---|---|
| CTS | 1990 | 1.32 | 361 | 35.5 |
| detailed placement | 1940 | 1.62 | 238 | 34.6 |
| finish | 1990 | 1.35 | 356 | 35.5 |
| global route | 1990 | 1.21 | 374 | 35.5 |
| floorplan | 1800 | 2.14 | 234 | - |
| global placement | 1940 | 1.66 | 237 | 34.6 |
-- worst max-delay path: stages, from the launching register on --
cell and delay, ns:
sky130_fd_sc_hd__dfrtp_1 0.56, sky130_fd_sc_hd__mux4_2 0.63, sky130_fd_sc_hd__nor2_4 0.18, sky130_fd_sc_hd__xor2_1 0.15, sky130_fd_sc_hd__clkdlybuf4s50_1 0.47
-- synthesized netlist by cell type (2+ instances only) --
cell type	n
sky130_fd_sc_hd__nor3_1	2
sky130_fd_sc_hd__nand2b_1	2
sky130_fd_sc_hd__dfrtp_1	37
sky130_fd_sc_hd__inv_1	4
sky130_fd_sc_hd__nor4_1	2
sky130_fd_sc_hd__nand4_1	7
sky130_fd_sc_hd__xnor2_1	16
sky130_fd_sc_hd__nand2_1	9
sky130_fd_sc_hd__dfstp_2	6
sky130_fd_sc_hd__and4_1	5
sky130_fd_sc_hd__nor2_1	4
sky130_fd_sc_hd__xor2_1	8
sky130_fd_sc_hd__buf_4	8
sky130_fd_sc_hd__nand3_1	8
sky130_fd_sc_hd__mux4_2	3
sky130_fd_sc_hd__a21o_1	2
-- flip-flops by register name, indices dropped and copies added (netlist names) --
signal / count
d: 3
e: 3
f: 3
d1.cnt_l: 15
a: 3
d1.clk_ctl: 2
d1.clk_out: 1
b: 3
d1.cnt_h: 7
c: 3
-- final cells by class --
type	count	area, µm²
sequential	43	1080
fill	552	3620
tap	72	90.1
inverter	4	15.0
clock buffer	4	45.0
multi-input combinational	85	622
timing repair buffer	14	133
-- per-layer routing --
| layer | vias to the layer above | wire length, µm |
|---|---|---|
| li1 | 474 | - |
| met1 | 466 | 1250 |
| met2 | 20 | 1060 |
| met3 | 0 | 134 |
| met4 | 0 | 0 |
| met5 | - | 0 |
-- cells by family (layout without fill, tap and decap cells) --
group | Yosys count | after routing
muxes | 4 | 4
adders and majority gates | 1 | 1
and+or+nand+nor | 47 | 47
buffers and inverters | 14 | 22
other | 1 | 7
AOI/OAI and AO/OA | 2 | 2
xor gates and xnor gates | 24 | 24
DFF | 43 | 43
Power is estimated from default activity; no workload was simulated.
